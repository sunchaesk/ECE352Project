### /design/flow/run.sh
#!/bin/bash
# OpenROAD 26Q1-2900-gdf79404cd8, Yosys 0.63+post, stock flow scripts
make -C /OpenROAD-flow-scripts/flow DESIGN_CONFIG=/design/flow/config.mk WORK_HOME=/design/flow/orfs finish
### /design/flow/config.mk
export PLATFORM = sky130hd
export DESIGN_NAME = VRF
export DESIGN_NICKNAME = VRF
export VERILOG_FILES = /design/flow/design.v
export SDC_FILE = /design/flow/constraint.sdc
export NUM_CORES = 4
export LEC_CHECK = 1
export CORE_UTILIZATION = 30
### /design/flow/constraint.sdc
current_design VRF

set clk_period 1.2
set clk_io_pct 0.2

create_clock -name clk0 -period $clk_period [get_ports {clock}]

set non_clock_inputs [all_inputs -no_clocks]
set_input_delay [expr $clk_period * $clk_io_pct] -clock clk0 $non_clock_inputs
set_output_delay [expr $clk_period * $clk_io_pct] -clock clk0 [all_outputs]
### /design/flow/design.v
module VRF
  (
   clock, vreg1, vreg2, vregw,
   vdataw, VRFWrite, vdata1, vdata2,
   vo0, vo1, vo2, vo3, reset
   );
   input clock;
   input [1:0] vreg1, vreg2, vregw;
   input [31:0] vdataw;
   input        VRFWrite;
   input        reset;
   output [31:0] vo0, vo1, vo2, vo3;
   output [31:0] vdata1, vdata2;
   reg [31:0]    v0, v1, v2, v3;
   reg [31:0]    temp1, temp2;
   always @(posedge clock or posedge reset) begin
      if (reset) begin
         v0 <= 32'b0;
         v1 <= 32'b0;
         v2 <= 32'b0;
         v3 <= 32'b0;
      end else if (VRFWrite == 1'b1) begin
         case (vregw)
           2'b00: v0 <= vdataw;
           2'b01: v1 <= vdataw;
           2'b10: v2 <= vdataw;
           2'b11: v3 <= vdataw;
         endcase
      end
   end
   always @(*) begin
      case (vreg1)
        2'b00: temp1 = v0;
        2'b01: temp1 = v1;
        2'b10: temp1 = v2;
        2'b11: temp1 = v3;
      endcase
      case (vreg2)
        2'b00: temp2 = v0;
        2'b01: temp2 = v1;
        2'b10: temp2 = v2;
        2'b11: temp2 = v3;
      endcase
   end
   assign vdata1 = temp1;
   assign vdata2 = temp2;
   assign vo0 = v0;
   assign vo1 = v1;
   assign vo2 = v2;
   assign vo3 = v3;
endmodule
==> Changelog: implementation <==
### Implementation results

* Maximum capacitance violations at 0
* Total cells reported by yosys after synthesis at 353
* Count of unresolved DRC violations after routing at 0
* Initial Utilization at 30.84%
* Worst Path Arrival at 1540 ps
* Clock Root Buffer: sky130_fd_sc_hd__clkbuf_16
* Most frequent logic cell in the layout: sky130_fd_sc_hd__buf_6
* Top achievable clock speed at 560.8 MHz
* Result of the run: finished with violations
* Leakage power at 6.077 nW
* Vias in the first global route at 6403
* CTS H-tree depth at 4
* Total count of max-transition violations in the final report at 0
* DPL Wire Length at 12.86 mm
* Total negative setup slack at -53310 ps
* CP endpoint kind: output pin
* Clock insertion delay at the later pin of the skew report at 400 ps
* Global router's overall resource usage at 22.28%
* Average via count per standard cell at 4.757
* Layout fillers at 1414
* Yosys Chip Area at 0.006280 mm^2
* Clock tree from TritonCTS: yes
* Most frequent cells in the layout: sky130_fd_sc_hd__buf_6 (359), sky130_fd_sc_hd__dfrtp_1 (128), sky130_fd_sc_hd__mux2_2 (117)
* Number of I/O pins at 233
* Core region area at 0.02036 mm^2
* Number of antenna violations at the first check in global routing at 1
* Flops after synth at 128
* Port Buffer Count at 232
* Startpoint of the most critical setup path: v2[20]
* Highest fanout seen on the critical path at 2
* Max stage delay on crit path at 450 ps
* Power Density at 1590 mW/mm^2
* Fraction of final layout cells with drive strength greater than 1 at 81.99%
* Area Overhead vs Synth at 106.4%
* Total power after layout at 20.61 mW
* Final setup fails at 194
* Synthesized area per cell at 17.79 um^2
* Critical-path cell with the highest stage delay: sky130_fd_sc_hd__mux4_2
* Fin crit share at 148.6%
* Clock Skew at 0 ps
* Transition time of the tightest slew-check pin at 367.2 ps
* Failing checks: setup timing
* Cts-stage hold buffer count at 0
* Worst slack at placement at -630.0 ps
* Critical Path Source Type: flop
* Number of library cell types mapped by synthesis at 10
* First-pass GRT wire length at 35.76 mm
* Total tool warning count at 28
* Max clock buf depth at 2
* Pin count of the biggest net entering global routing at 67
* Via count at 5780
* Cells along the critical path: buf_4, mux4_2, buf_2
* Req. time, crit path at 960 ps
* Netlist Area Pre-Place at 0.006280 mm^2
* Setup CP Type: flop to output pin
* Violation count after the first detailed-routing iteration at 126
* Final routed wirelength across all metal layers at 23.03 mm
* Headroom to the max-slew limit at 75.52%
* Die area at 0.02152 mm^2
* Global placer's final weighted congestion at 0.8378
* Setup ws final at -583.1 ps
* Post-Syn Instances at 353
* Synth Seq Share at 51.01%
* Remaining number of nets flagged by the antenna check after routing at 0
* Minimum hold slack at 300.2 ps
* Die Span Y at 146.7 um
* Clock sink count at 128
* Final number of hold-violating endpoints at 0
* Overflow after GRT at 0
* Cts bufs inserted at 17
* Total number of yosys warnings at 1
* Origin of the critical flop-to-flop path: v3[14]
* Worst voltage drop across the vdd grid at 0.0009556 V
* Number of iterations in the first detailed-routing pass at 4
* RSZ-0062 raised after global routing: yes
* Cell row count at 52
* Class of the tightest hold or removal check: input pin to async pin
* Register clock-pin slew on the reported worst setup and hold paths at 60 ps
* Die extent in x at 146.7 um
* Final min period at 1783 ps
* Post-DR wirelength/cell at 18.96 um
[state kept, by name, indices dropped and copies added, names as in the netlist]
register and flops:
v1 32, v3 32, v0 32, v2 32
[synth_stat cells]
cell type	n	area [um^2]
sky130_fd_sc_hd__dfrtp_1	128	3203
sky130_fd_sc_hd__buf_4	7	52.55
sky130_fd_sc_hd__nor3b_2	1	12.51
sky130_fd_sc_hd__mux2_1	2	22.52
sky130_fd_sc_hd__nand3b_1	2	15.01
sky130_fd_sc_hd__inv_1	1	3.750
sky130_fd_sc_hd__buf_2	21	105.1
sky130_fd_sc_hd__nand3_1	1	5.000
sky130_fd_sc_hd__mux2_2	126	1419
sky130_fd_sc_hd__mux4_2	64	1441
[power by group]
| group | leakage (nW) | switching, mW | internal [mW] |
|---|---|---|---|
| clock network | 0.318 | 1.90 | 3.91 |
| registers | 1.51 | 0.716 | 5.15 |
| logic | 4.24 | 2.34 | 6.61 |
[what timing repair did]
item,in CTS,in global routing
setup endpoints to repair,320,194
setup buffers,249,93
hold endpoints to repair,0,0
gates resized,874,142
[layer usage]
layer	part of all wire [%]	global-route usage [%]	vias up
met1	42	32.61	2937
met2	49	35.14	254
li1	-	-	2569
met5	0	0	-
met4	0.90	1.979	0
met3	7.8	7.134	20
[critical path, delay by kind of cell (launching register included)]
family   cells  cell delay, ps
mux          1             450
flops        1             410
buf+inv      2             280
[final timing paths]
check	endpoint	slack, ps	cells after the start
setup reg to reg	v3[14]	-90	6
hold / removal	v1[27]	300	3
max in group asynchronous	v0[18]	580	3
setup / recovery	vdata2[20]	-580	3
hold reg to reg	v1[11]	580	1
min in group clk0	v1[19]	550	2
[cell families (layout without fill, tap and decap cells)]
kind of cell	Yosys count	after routing	synth area share (%)
DFF	128	128	51.01
buffers and inverters	29	620	2.570
and+or+nand+nor	4	4	0.5179
muxes	192	192	45.91
other	0	1	0
[per-stage QoR]
step	area, um^2	instances	util (%)
finish	12960	1215	63.65
global route	12960	1214	63.64
CTS	12620	1206	61.99
detailed placement	9931	954	48.77
global placement	9931	954	48.77
floorplan	6376	353	-
[final cells by class]
class | count | area (um^2) | share of cell area, %
inverter | 1 | 7.507 | 0.05792
timing repair buffer | 587 | 5783 | 44.61
tap | 270 | 337.8 | 2.606
multi-input combinational | 196 | 2960 | 22.84
antenna | 1 | 2.502 | 0.01931
clock buffer | 19 | 432.9 | 3.340
clock inverter | 13 | 235.2 | 1.815
sequential | 128 | 3203 | 24.71
Power and IR drop assume default switching activity.
